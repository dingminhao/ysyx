==> flow/design.v <==
module icache_data #(
    IDX_LEN = 5,   
    BLK_LEN = 4,   
    TAG_NUM = 32   
) (
    input clk,  
    input rst,  
    input [IDX_LEN-1:0] icache_index_i,   
    input [BLK_LEN-1:0] icache_blk_addr_i,  
    input [128-1:0] icache_line_wdata_i,  
    input  [128-1:0] icache_wmask,  
    input icache_wen_i,  
    output [128-1:0]    icache_line_rdata_o  
);
  S011HD1P_X32Y2D128_BW u_S011HD1P_X32Y2D128_BW (
      .Q   (icache_line_rdata_o),  
      .CLK (clk),  
      .CEN (1'b0),  
      .WEN (~icache_wen_i),  
      .BWEN(~icache_wmask),  
      .A   ({1'b0,icache_index_i}),  
      .D   (icache_line_wdata_i)  
  );
endmodule
module icache_tag #(
    TAG_LEN = 23,   
    IDX_LEN = 5,    
    TAG_NUM = 32    
) (
    input clk,
    input rst,
    input [TAG_LEN-1:0] icache_tag_i,   
    input [IDX_LEN-1:0] icache_index_i,   
    input write_valid_i,   
    output icache_hit_o
);
  reg [TAG_LEN-1:0] icache_tag_regs[TAG_NUM-1:0];
  wire _icache_hit = (icache_tag_i == icache_tag_regs[icache_index_i]);   
  assign icache_hit_o = _icache_hit;
  integer i;
  always @(posedge clk) begin
    if (rst) begin
      for (i = 0; i < TAG_NUM; i = i + 1) begin
        icache_tag_regs[i] <= 'b0;
      end
    end else if (write_valid_i) begin
      icache_tag_regs[icache_index_i] <= icache_tag_i;
    end
  end
endmodule
module icache_top (
    input clk,  
    input rst,  
    input [32-1:0] preif_raddr_i,   
    input [7:0] preif_rmask_i,   
    input preif_raddr_valid_i,   
    output [64-1:0] if_rdata_o,   
    output if_rdata_valid_o,   
    output [32-1:0] ram_raddr_icache_o, 
    output ram_raddr_valid_icache_o,
    output [7:0] ram_rmask_icache_o,
    input ram_rdata_ready_icache_i,  
    input [64-1:0] ram_rdata_icache_i
);
  wire [3:0] cache_blk_addr = preif_raddr_i[3:0];  
  wire [8:4] cache_line_idx = preif_raddr_i[8:4];  
  wire [31:9] cache_line_tag = preif_raddr_i[31:9];  
  wire icache_hit;  
  localparam CACHE_RST = 4'd0;
  localparam CACHE_IDLE = 4'd1;
  localparam CACHE_HIT = 4'd2;
  localparam CACHE_MISS = 4'd3;
  localparam CACHE_MISS2 = 4'd4;
  reg [3:0] icahce_state;  
  reg [3:0] blk_addr_reg; 
  reg [4:0] line_idx_reg;
  reg [22:0] line_tag_reg;
  reg icache_tag_wen;
  reg icahce_rdata_ok;  
  reg [32-1:0] _ram_raddr_icache_o;  
  reg _ram_raddr_valid_icache_o;  
  reg [7:0] _ram_rmask_icache_o;  
  reg [127:0] cache_line_temp;  
  reg icache_data_wen;  
  always @(posedge clk) begin
    if (rst) begin
      icahce_state <= CACHE_RST;
      blk_addr_reg <= 0;
      line_idx_reg <= 0;
      line_tag_reg <= 0;
      icache_tag_wen <= 0;
      icache_data_wen <= 0;
      cache_line_temp <= 0;
    end else begin
      case (icahce_state)
        CACHE_RST: begin
          icahce_state <= CACHE_IDLE;
        end
        CACHE_IDLE: begin
          blk_addr_reg <= cache_blk_addr;
          line_idx_reg <= cache_line_idx;
          line_tag_reg <= cache_line_tag;
          icache_tag_wen <= 1'b0;
          icache_data_wen <= 0;
          cache_line_temp <= 0;
          if (preif_raddr_valid_i && ~icache_data_wen) begin  
            if (icache_hit) begin  
              icahce_rdata_ok <= 1'b1;  
              icahce_state <= CACHE_IDLE;  
            end else begin   
              icahce_state <= CACHE_MISS;
              icahce_rdata_ok <= 1'b0;
              _ram_raddr_icache_o <= {cache_line_tag, cache_line_idx, 4'b0};   
              _ram_raddr_valid_icache_o <= 1'b1;   
              _ram_rmask_icache_o <= 8'b1111_1111;   
            end
          end else begin
            icahce_rdata_ok <= 1'b0;
            _ram_raddr_valid_icache_o <= 1'b0;
          end
        end
        CACHE_MISS: begin
          if (_ram_raddr_valid_icache_o & ram_rdata_ready_icache_i) begin
            cache_line_temp[63:0] <= ram_rdata_icache_i;   
            _ram_raddr_icache_o <= {line_tag_reg, line_idx_reg, 4'd8};   
            icahce_state <= CACHE_MISS2;
          end
        end
        CACHE_MISS2: begin
          if (_ram_raddr_valid_icache_o & ram_rdata_ready_icache_i) begin
            cache_line_temp[127:64] <= ram_rdata_icache_i;
            icache_data_wen <= 1'b1;
            icache_tag_wen <= 1'b1;
            _ram_raddr_valid_icache_o <= 1'b0;
            icahce_state <= CACHE_IDLE;
          end
        end
        default: begin
        end
      endcase
    end
  end
  icache_tag u_icache_tag (
      .clk           (clk),
      .rst           (rst),
      .icache_tag_i  (cache_line_tag),
      .icache_index_i(cache_line_idx),
      .write_valid_i (icache_tag_wen),
      .icache_hit_o  (icache_hit)
  );
  wire [127:0] icache_line_rdata;
  wire [127:0] icache_wmask = 128'hffff_ffff_ffff_ffff_ffff_ffff_ffff_ffff;   
  icache_data u_icache_data (
      .clk                (clk),
      .rst                (rst),
      .icache_index_i     (cache_line_idx),
      .icache_blk_addr_i  (cache_blk_addr),
      .icache_line_wdata_i(cache_line_temp),
      .icache_wmask       (icache_wmask),
      .icache_wen_i       (icache_data_wen),
      .icache_line_rdata_o(icache_line_rdata)
  );
  wire [64-1:0] _icache_data_o = {32'b0, icache_line_rdata[blk_addr_reg*8+:32]};  
  assign if_rdata_o = _icache_data_o & {64{if_rdata_valid_o}};
  assign if_rdata_valid_o = icahce_rdata_ok && (icahce_state == CACHE_IDLE);
  assign ram_raddr_icache_o = _ram_raddr_icache_o;
  assign ram_raddr_valid_icache_o = _ram_raddr_valid_icache_o;
  assign ram_rmask_icache_o = _ram_rmask_icache_o;
endmodule
module S011HD1P_X32Y2D128_BW (
    Q,
    CLK,
    CEN,
    WEN,
    BWEN,
    A,
    D
);
  parameter Bits = 128;
  parameter Word_Depth = 64;
  parameter Add_Width = 6;
  parameter Wen_Width = 128;
  output reg [Bits-1:0] Q;
  input CLK;
  input CEN;
  input WEN;
  input [Wen_Width-1:0] BWEN;
  input [Add_Width-1:0] A;
  input [Bits-1:0] D;
  wire cen = ~CEN;
  wire wen = ~WEN;
  wire [Wen_Width-1:0] bwen = ~BWEN;
  reg [Bits-1:0] ram[0:Word_Depth-1];
  always @(posedge CLK) begin
    if (cen && wen) begin
      ram[A] <= (D & bwen) | (ram[A] & ~bwen);
    end
    Q <= cen && !wen ? ram[A] : {4{$random}};
  end
endmodule
==> flow/run.sh <==
#!/bin/bash
# OpenROAD 26Q1-2900-gdf79404cd8, Yosys 0.63+post, stock flow scripts
make -C /OpenROAD-flow-scripts/flow DESIGN_CONFIG=/design/flow/config.mk WORK_HOME=/design/flow/orfs finish
==> flow/config.mk <==
export PLATFORM = sky130hd
export DESIGN_NAME = icache_top
export DESIGN_NICKNAME = icache_top
export VERILOG_FILES = /design/flow/design.v
export SDC_FILE = /design/flow/constraint.sdc
export NUM_CORES = 4
export LEC_CHECK = 1
export CORE_UTILIZATION = 40
export SYNTH_MEMORY_MAX_BITS = 65536
==> flow/constraint.sdc <==
current_design icache_top

set clk_period 132.9
set clk_io_pct 0.2

create_clock -name clk0 -period $clk_period [get_ports {clk}]

set non_clock_inputs [all_inputs -no_clocks]
set_input_delay [expr $clk_period * $clk_io_pct] -clock clk0 $non_clock_inputs
set_output_delay [expr $clk_period * $clk_io_pct] -clock clk0 [all_outputs]
==> flow_summary.toml <==
# yosys + openroad results
[routing]
dr.pass1.iters = 6
drt_iter0_drc = 6698
wl_per_cell_um = 32.1
postRouteAntennaNets = 0
via_per_inst = 5.72
totalWireLength_mm = 564
vias = 100000
drc = 0

[timing]
slew_violations = 0
hold_slack_ps = 489
hold_violations = 0
clock_skew_ps = 45.6
relSlewSlack = 0.246
setup_viol = 0
min_period_ps = 33290
fmax_mhz = 30.0
rsz0062_at_grt = "false"
finalWorstSetupSlack_ps = 99610
timing.setup.tns_ps = 0
max_slew.worst_pin.slew_ps = 1100
period_used_share = 0.250

[clock_network]
cts_hold_buf = 0
cts_tree = "yes"
cts_root_buf = "clkbuf_16"
clk_latency_ps = 1080
cts_buffers = 527
cts_max_level = 6
clockBufferDepth = 4
post-cts-setup-buffer-count = 0
post_cts_resize_count = 0
cts_sinks = 5156
clk_pin_slew_worst_paths_ps = 60

[critical_path]
timing.rr.start = "icache_data_wen"
critPathMaxFanout = 74
arrival_ps = 34230
start_kind = "primary input"
worstRegToRegCells = 7
endpoint_kind = "flop"
critPathLaunch = "preif_raddr_i[5]"
r2r_end = "u_icache_data.u_S011HD1P_X32Y2D128_BW.ram[4][120]"
reg2reg_slack_ps = 127610
crit_path_end = "u_icache_data.u_S011HD1P_X32Y2D128_BW.Q[103]"
crit_type = "in -> reg"
cp.required_ps = 133850

[die]
die_w_um = 714
core_mm2 = 0.505
fp_util = 0.401
chipArea_mm2 = 0.510
io-pin-count = 214
die_height_um = 714
rows = 261

[cells_and_area]
largest_reg_flops = 4096
register_area_mm2 = 0.152
combGateArea_mm2 = 0.0480
syn2layout_area_growth_pct = 13.8
reg.largest.list = "u_icache_data.u_S011HD1P_X32Y2D128_BW.ram (4096), u_icache_tag.icache_tag_regs (736)"
utilization = 0.457
drive_above_1_share = 0.242
regMostFlops = "u_icache_data.u_S011HD1P_X32Y2D128_BW.ram"
fillers = 40900

[placed_design]
place_congestion = 0.887
portBuffers = 162
dpl.hpwl_mm = 315
pre_cts_ws_ps = 98420

[synth]
numSynthFlops = 5156
synthArstFlopShare = 0
ys_seq_frac = 0.749
synth_area_mm2 = 0.203
synth_warnings = 5
area_leaders = "edfxtp_1, mux4_2, dfxtp_1"
synth_cell_types = 53
yosys_cells = 9951
yosysTopAreaCell = "edfxtp_1"
edf_count = 4863
flop_cell = "edfxtp_1"
top_area_frac = 0.721
syn_inst = 9951
yosys_area_mm2 = 0.203
synth.avg_cell_area_um2 = 20.4

[global_routing]
grt_pass1_vias = 110000
overflow = 0
grt_pass1_wl_mm = 796
grt_max_degree = 116
antenna_found_initial = 31
grt_usage = 0.243

[run]
maxCapViolations = 0
warnings = 40

[pwr]
p_leak_nw = 75.2
peakVddDrop_v = 0.0000157
pwr_density_cell_mw_per_mm2 = 14.5
power.total_mw = 3.35

[outcome]
outcome = "finished clean"

[worst_hold_path]
hp-class = "reg -> reg"
## worst max-delay path: stages
cell	delay, ps
buf_16	280
buf_4	700
buf_4	710
buf_4	650
buf_4	710
buf_4	710
buf_4	540
buf_4	520
buf_4	620
mux4_2	400
mux2i_1	260
o22ai_1	140
nor2_1	780
buf_4	240
nor2_1	40
## synth_stat cells, types with 5 or more instances
master,count
a22oi_1,213
o221ai_1,18
a211oi_1,21
buf_4,66
o31ai_1,6
nand4_1,13
xnor2_1,10
and3_1,6
mux2_2,44
nand3_1,40
o21ai_0,49
or2_2,33
a221oi_1,14
nand2_1,211
nor2b_1,22
clkbuf_1,352
buf_2,227
buf_6,5
o22ai_1,144
dfxtp_1,293
inv_1,5
nor3_1,21
buf_1,85
nand2b_1,8
mux4_2,1287
nor2_1,403
xor2_1,11
nor4_1,5
edfxtp_1,4863
and2_1,748
mux2i_1,586
a21oi_1,104
## layout by cell type, fill, tap and decap left out, types with 19 or more instances in the layout
cell type	instances
and2_1	748
nor2_1	370
nand3_1	40
dfxtp_1	286
buf_12	20
edfxtp_1	4863
conb_1	43
mux2i_1	586
nor2b_1	19
buf_4	419
o22ai_1	144
a21oi_1	103
clkinv_1	75
clkbuf_8	31
clkbuf_1	141
inv_6	21
diode_2	34
clkbuf_16	553
nand2_1	210
bufinv_16	35
clkdlybuf4s50_1	156
o21ai_0	49
mux4_2	1287
clkinv_2	64
or2_2	32
nor2_4	34
a22oi_1	213
mux2_2	44
## through the flow
| stage | area, µm² | cells |
|---|---|---|
| floorplan | 203000 | 9992 |
| global placement | 214000 | 16600 |
| detailed placement | 214000 | 16600 |
| CTS | 231000 | 17500 |
| global route | 231000 | 17500 |
| finish | 231000 | 17500 |
## layer usage
layer	GRT usage	wire length [µm]	up-vias
met2	0.338	252000	8146
li1	-	-	41400
met4	0.0611	18700	40
met5	0.0354	1580	-
met1	0.264	167000	49700
met3	0.235	124000	1021
## layout make-up
class,count,share of cell area
repair buffers,601,0.0226
clock inverters,227,0.00943
multi-input cells,4095,0.208
flip-flops and latches,5156,0.659
well taps,6706,0.0364
diodes,34,0.000369
inverters,6,0.000163
clock buffers,724,0.0641
## how the worst min path moves through the flow
stage                    start                to  cells past startpoint
CTS            line_tag_reg[3]   line_tag_reg[3]                      2
global route   line_tag_reg[2]   line_tag_reg[2]                      2
finish        line_tag_reg[17]  line_tag_reg[17]                      2
## power by group
group / switching (mW) / internal (mW) / leakage (nW) / total, mW
clock: 0.608 / 0.847 / 8.27 / 1.46
combinational: 0.0780 / 0.0424 / 18.2 / 0.120
sequential: 0.00689 / 1.77 / 48.7 / 1.77
total: 0.693 / 2.66 / 75.2 / 3.35
## cells by family after synthesis
kind of cell | count (synthesis) | share of synthesized area
XOR/XNOR | 21 | 0.000907
AND/OR/NAND/NOR | 1516 | 0.0389
multiplexers | 1917 | 0.174
buffers and inverters | 741 | 0.0165
flip-flops | 5156 | 0.749
AND-OR/OR-AND | 598 | 0.0198
other | 2 | 0.0000371
Power is estimated from default activity; no workload was simulated.
